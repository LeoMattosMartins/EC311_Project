==> flow/design.v <==
`timescale 1ns / 1ps
module clock_divider(
    input reset,
    input boardCLK,  
    output vgaCLK,  
    output gameCLK  
    );
    reg [30:0] theCLKs = 0;
    always@(posedge boardCLK, posedge reset) begin
        if(reset) begin
            theCLKs <= 4'b0000;
        end else begin
            theCLKs <= theCLKs + 4'b0001;
        end    
    end
    assign gameCLK = theCLKs[10];
    assign vgaCLK = theCLKs[1]; 
endmodule
==> flow/run.sh <==
#!/bin/bash
# OpenROAD 26Q1-2900-gdf79404cd8, Yosys 0.63+post, stock flow scripts
make -C /OpenROAD-flow-scripts/flow DESIGN_CONFIG=/design/flow/config.mk WORK_HOME=/design/flow/orfs finish
==> flow/config.mk <==
export PLATFORM = sky130hd
export DESIGN_NAME = clock_divider
export DESIGN_NICKNAME = clock_divider
export VERILOG_FILES = /design/flow/design.v
export SDC_FILE = /design/flow/constraint.sdc
export NUM_CORES = 4
export LEC_CHECK = 1
export CORE_AREA = 10 10 70 70
export DIE_AREA = 0 0 80 80
==> flow/constraint.sdc <==
current_design clock_divider

set clk_period 1.6
set clk_io_pct 0.2

create_clock -name clk0 -period $clk_period [get_ports {boardCLK}]

set non_clock_inputs [all_inputs -no_clocks]
set_input_delay [expr $clk_period * $clk_io_pct] -clock clk0 $non_clock_inputs
set_output_delay [expr $clk_period * $clk_io_pct] -clock clk0 [all_outputs]
==> deck_impl_summary.md <==
Key Metrics from the Run

Outcome
  • Status: completed

Synthesis
  • Number of synthesized flops with an enable pin: 0
  • Cell accounting for the most synthesized area: sky130_fd_sc_hd__dfrtp_1
  • Number of register bits inferred by synthesis: 11
  • Mapped Cells: 34
  • Synthesized cell area: 443 um^2
  • Post-synth cell types: 11
  • Most frequent cell after synthesis: sky130_fd_sc_hd__dfrtp_1
  • Primary flip-flop cell chosen by synthesis mapping: sky130_fd_sc_hd__dfrtp_1
  • Post-Synthesis Mean Instance Area: 13.0 um^2
  • Synth warnings: 1
  • Number of standard cells reported by yosys: 34
  • Async set-or-reset flop fraction in the synthesized netlist: 1.00
  • Area share, top type: 0.621
  • Sequential fraction of the synthesis area: 0.621
  • Leading cell types by count after synthesis: 11 x sky130_fd_sc_hd__dfrtp_1, 8 x sky130_fd_sc_hd__xnor2_1, 4 x sky130_fd_sc_hd__nand4_1
  • Synthesized chip area reported by yosys: 443 um^2
  • Top cells by area in the synthesized netlist: sky130_fd_sc_hd__dfrtp_1 62%, sky130_fd_sc_hd__xnor2_1 16%, sky130_fd_sc_hd__nand4_1 5.6%, sky130_fd_sc_hd__nand3_1 3.4%, sky130_fd_sc_hd__ha_1 2.8%

STA
  • Worst Tran Pin Value: 0.404 ns
  • Setup TNS after final layout: 0 ns
  • Max Freq: 662 MHz
  • Final worst path period share: 0.944
  • Number of endpoints with negative hold slack in the final report: 0
  • Worst setup skew after layout: 0.00187 ns
  • Worst max-slew margin expressed relative to the limit: 0.730
  • Count of pins over their slew limit: 0
  • Number of failing setup endpoints in the final timing report: 0
  • Fin crit period: 1.51 ns
  • Unrepaired setup endpoints after global routing: false

Drt
  • Total Wirelength: 697 um
  • # diodes: 0
  • Routed WL per cell: 8.01 um
  • DRT antenna net count: 0
  • Initial drt markers: 3
  • Vias per inst: 2.92
  • Iteration count of the initial detailed-routing pass: 3
  • Via Count: 254
  • DRC violations left: 0

Critical path
  • Kind of capture point of the worst setup path: output pin
  • Cell type group with the largest total delay on the critical path: buffers and inverters
  • Kind of critical path: flip-flop to output pin
  • Worst path slowest cell: sky130_fd_sc_hd__clkdlybuf4s50_1
  • Biggest cell delay along the critical path: 0.50 ns
  • Data arrival, critical path: 1.19 ns
  • Buffers and inverters on the worst path: 1
  • Required time reported for the critical path endpoint: 1.28 ns
  • Worst Path Max Fanout: 6
  • Worst setup SP type: flip-flop
  • Cell-by-cell listing of the critical path: clkdlybuf4s50_1

Place
  • Last weighted congestion value of the routability-driven placer: 0.759
  • Port Buffers: 3

Clocking
  • Cell at the root of the clock tree: sky130_fd_sc_hd__clkbuf_4
  • Clock Path Buffers: 2
  • Clock net sink count: 11
  • Resize count post-CTS: 0
  • Clock tree from TritonCTS: built
  • Number of buffers inserted by post-CTS setup repair: 0
  • H-tree depth: 1
  • Num CTS Buffers: 3
  • Number of buffers inserted by hold repair at cts: 0
  • Clock-pin slew of the registers on the worst-case setup and hold paths: 0.06 ns
  • Source-to-sink clock delay at the later pin of the worst-skew pair: 0.26 ns

Global routing
  • Largest net degree at the start of global routing: 12
  • Via count of the first global-routing pass: 262
  • Global routing usage summed across all routing layers: 0.0230
  • Global-route wire length before repair: 1150 um
  • Antenna violations before repair: 0
  • Total congestion overflow after global routing: 0

Finish
  • Area added between synthesis and finish: 25.7%
  • Regs by FF count: theCLKs (11)
  • Share of cells above drive strength 1: 0.122
  • Max FFs per register: 11
  • Top reg by flops: theCLKs

Power
  • Total chip power: 461 uW
  • Worst ir drop on vdd: 0.273 mV
  • Cell area power density: 828 mW/mm^2
  • Leak pwr: 0.233 nW

Floorplan
  • Chip Area: 0.00640 mm^2
  • Core area: 0.00342 mm^2
  • Floorplan die width: 80 um
  • Initial standard-cell utilization of the core: 0.130
  • Standard-cell rows: 21
  • Io pins: 4
  • Vert. Die Dim: 80 um

Run
  • Warning total across the stage logs: 25
  • Maxcap violations: 0

Hold path
  • Class of the worst hold path: input pin to asynchronous set/reset pin
per-stage QoR:
| step | utilization | hold WS (ns) | instance area, um^2 | cells | setup slack, ns |
|---|---|---|---|---|---|
| global placement | 0.155 | 0.454 | 531 | 83 | 0.384 |
| global route | 0.163 | 0.373 | 557 | 87 | 0.0270 |
| finish | 0.163 | 0.347 | 557 | 87 | 0.0898 |
| floorplan | - | 0.172 | 443 | 34 | 0.611 |
| CTS | 0.163 | 0.360 | 557 | 87 | 0.0807 |
| detailed placement | 0.155 | 0.458 | 531 | 83 | 0.372 |
area by class of cell:
| type | instances | area (um^2) |
|---|---|---|
| timing repair buffer | 3 | 30.0 |
| multi-input combinational | 21 | 160 |
| clock buffer | 4 | 26.3 |
| tap | 46 | 57.6 |
| inverter | 2 | 7.51 |
| sequential | 11 | 275 |
| fill | 391 | 2860 |
cell usage in the layout, fill, tap and decap left out, drive strengths merged:
cell type / instances
dfrtp: 11
xnor2: 8
nand4: 4
clkbuf: 4
nand3: 3
clkdlybuf4s50: 3
inv: 2
and3: 2
and4: 1
nand2: 1
xor2: 1
ha: 1
metal layers:
metal,GRT usage,vias up,wire length (um)
met5,0,-,0
met4,0.00528,0,19
met3,0.0182,2,58
met2,0.0297,5,269
met1,0.0289,114,350
li1,-,133,-
kinds of logic after synthesis:
kind of cell,after synthesis,share of synthesized area
adder cells (fa/ha/maj),1,0.0282
buffers and inverters,2,0.0170
XOR/XNOR,9,0.178
AND/OR/NAND/NOR,11,0.155
flip-flops,11,0.621
where the power goes:
part / switching, mW / internal (mW) / total [mW]
Combinational: 0.00526 / 0.00227 / 0.00754
Clock: 0.0791 / 0.0961 / 0.175
Sequential: 0 / 0.278 / 0.278
worst paths after layout:
path                            startpoint           to  slack, ns  cells past startpoint
worst max-delay path            theCLKs[1]       vgaCLK       0.09                      1
worst min-delay path                 reset  theCLKs[10]       0.35                      2
worst max register to register  theCLKs[1]   theCLKs[8]       0.49                      3
worst min register to register  theCLKs[8]   theCLKs[8]       0.46                      1
max in group asynchronous            reset   theCLKs[2]       0.97                      2
min in group clk0               theCLKs[8]   theCLKs[8]       0.46                      1
Power is estimated from default activity; no workload was simulated.
